==> flow/design.v <==
module scan_unit(clk_s, rst_s, sseg_s, anode_s, sout_s); 
input clk_s, rst_s; 
input [31:0] sseg_s; 
output [7:0] sout_s; 
output  [3:0] anode_s; 
reg [7:0] sout_s; 
reg [3:0] anode_s; 
reg [14:0] cntr; 
always @(posedge clk_s) begin 
if(rst_s) begin 
cntr<=15'd0; 
sout_s <= 8'b11111111; 
end 
  else begin 
cntr <= cntr +1; 
   if (cntr>15'd24000 && cntr<15'd31000)begin 
sout_s<=sseg_s[31:24]; 
anode_s<=4'b0111; 
end 
else if (cntr>15'd16000 && cntr<15'd23000)begin 
sout_s<=sseg_s[23:16]; 
anode_s<=4'b1011; 
end 
else if (cntr>15'd8000 && cntr<15'd15000)begin 
sout_s<=sseg_s[15:8]; 
anode_s<=4'b1101; 
end 
else if (cntr>15'b0 && cntr<15'd7000)begin 
sout_s<=sseg_s[7:0]; 
anode_s<=4'b1110; 
end 
end		 
   end
endmodule 
==> flow/run.sh <==
#!/bin/bash
# OpenROAD 26Q1-2900-gdf79404cd8, Yosys 0.63+post, stock flow scripts
make -C /OpenROAD-flow-scripts/flow DESIGN_CONFIG=/design/flow/config.mk WORK_HOME=/design/flow/orfs finish
==> flow/config.mk <==
export PLATFORM = sky130hd
export DESIGN_NAME = scan_unit
export DESIGN_NICKNAME = scan_unit
export VERILOG_FILES = /design/flow/design.v
export SDC_FILE = /design/flow/constraint.sdc
export NUM_CORES = 4
export LEC_CHECK = 1
export CORE_AREA = 10 10 101 101
export DIE_AREA = 0 0 111 111
==> flow/constraint.sdc <==
current_design scan_unit

set clk_period 7.3
set clk_io_pct 0.2

create_clock -name clk0 -period $clk_period [get_ports {clk_s}]

set non_clock_inputs [all_inputs -no_clocks]
set_input_delay [expr $clk_period * $clk_io_pct] -clock clk0 $non_clock_inputs
set_output_delay [expr $clk_period * $clk_io_pct] -clock clk0 [all_outputs]
==> flow_summary_export.csv <==
group,metric,value,unit
sta,worst_clock_skew,0.00313,ns
setup_path,worst_ep_required_time,7.25,ns
setup_path,reg2regPathDepth,5,
logic_synthesis,yosys_area,0.00167,sq mm
logic_synthesis,syn_area,0.00167,sq mm
sta,setup_slack,4.32,ns
detailed_routing,drc,0,
setup_path,crit_start,"cntr[8]",
clock_network,cts_buffer_depth,2,
global_route,gr-total-overflow,0,
logic_synthesis,async_flop_share,0,
sta,finalCritPeriodShare,0.408,
placement,place_congestion,0.822,
detailed_routing,n_antenna_cell,0,
clock_network,cts_tree,"built",
setup_path,end_kind,"flop",
logic_synthesis,synthFlopType,"dfxtp_1",
sta,fin_crit,2.98,ns
cells_and_area,layoutNonFillerInstCount,315,
sta,worstMarginPinSlew,0.690,ns
floorplan,die_w,111,um
clock_network,hold_buffers,0,
pwr,ir_worst_vdd,80.2,uV
global_route,track_usage,0.0655,
logic_synthesis,yosysWarnings,1,
setup_path,crit_arrival,2.93,ns
detailed_routing,routed_wl,4.27,mm
logic_synthesis,yosys.area_share.simple,0.216,
clock_network,cts_setup_buffers,0,
floorplan,placementRows,33,
setup_path,reg2reg_to,"anode_s[0]",
sta,final_max_slew_viol_count,0,
logic_synthesis,synth_cells,176,
cells_and_area,syn2layout_area_growth,31.3,%
detailed_routing,firstDrtPassIters,4,
placement,place_inst,311,
logic_synthesis,postSynthAreaPerCell,9.48,sq um
cells_and_area,layout-drive-gt1-share,0.100,
global_route,grt_max_degree,33,
floorplan,coreArea,0.00813,sq mm
logic_synthesis,edf_count,4,
clock_network,clk_pin_slew,0.09,ns
run,drv_cap,0,
global_route,grt_pass1_vias,1438,
global_route,antenna_found_initial,0,
clock_network,cts_root_buf,"clkbuf_8",
placement,pre_cts_slack,4.34,ns
sta,setup_viol,0,
detailed_routing,drtIter0Drc,45,
floorplan,fp.dieH,111,um
floorplan,die_area,0.0123,sq mm
hold_path,min_path_type,"reg2reg",
logic_synthesis,logic_family,"AND-OR/OR-AND gates",
floorplan,floorplan.core_util,0.205,
sta,rsz0062_at_grt,"no",
logic_synthesis,ys_sh_adder,0.0150,
status,status,"completed",
detailed_routing,num_vias,1416,
floorplan,ios,46,
setup_path,cp_max_fo,17,
logic_synthesis,ys_types,43,
detailed_routing,wl_per_cell,13.6,um
setup_path,cp-endpoint,"anode_s[0]",
setup_path,critPathLaunchType,"flop",
pwr,finalPower,298,uW
sta,maxSlewHeadroom,0.540,
clock_network,cts_num_sinks,27,
logic_synthesis,yosysSeqAreaShare,0.348,
pwr,p_per_area,136,mW/mm^2
setup_path,worstReg2RegStart,"cntr[8]",
sta,hold_violations,0,
logic_synthesis,mux_share,0.0480,
logic_synthesis,ys_cells,176,
setup_path,rrSetupSlack,4.32,ns
placement,port_buffers,45,
global_route,grt_first_pass_wirelength,6.98,mm
clock_network,clock_latency,0.27,ns
clock_network,htree_levels,1,
clock_network,cts_inserted_buffers,3,
run,tool_warnings,26,
detailed_routing,ant_nets,0,
sta,clock.fmax,0.336,GHz
logic_synthesis,ys_sh_aoi,0.228,
pwr,power.leakage,0.000779,uW
logic_synthesis,synth_flops,27,
logic_synthesis,synth-xor-area-share,0.0525,
setup_path,path_class,"reg2reg",
detailed_routing,via_per_inst,4.50,
clock_network,cts_resized,0,
sta,setup_tns,0,ns
placement,hpwl,3.29,mm
kinds of logic after synthesis:
logic type,Yosys count
and+or+nand+nor,58
AOI/OAI and AO/OA,46
DFF,27
buffers and inverters,25
xor gates and xnor gates,10
muxes,8
adders and majority gates,2
layer usage:
layer	up-vias	part of all wire	routed length (um)	global-route usage
met5	-	0	0	0
met4	0	0.018	76	0.0104
met3	4	0.045	193	0.0148
met2	21	0.50	2120	0.113
met1	665	0.44	1880	0.0828
li1	726	-	-	-
layout make-up:
type                    instances  area (sq um)
inverters                       7          26.3
flip-flops and latches         27           581
fillers                       829          5940
clock buffers                   4          45.0
well taps                     105           131
repair buffers                 48           473
multi-input cells             124           933
flip-flops by register name, indices dropped and copies added, names as in the netlist:
signal   cells
cntr        15
anode_s      4
sout_s       8
synth_stat cells (2+ instances only):
library cell,count,area (sq um)
nand2_1,6,22.5
o211ai_2,8,100
ha_1,2,25.0
xor2_1,3,26.3
nand3_1,8,40.0
buf_2,8,40.0
inv_1,7,26.3
edfxtp_1,4,120
a31oi_1,2,12.5
or3_1,3,18.8
o31a_1,8,70.1
and4b_1,2,20.0
and2_1,2,12.5
nor4_4,2,42.5
dfxtp_1,23,460
and4_2,2,20.0
nor3_1,7,35.0
nor2b_1,3,18.8
and3_1,2,12.5
mux2i_1,8,80.1
buf_6,4,45.0
a211oi_1,3,22.5
clkbuf_1,4,15.0
a21oi_1,7,35.0
a221oi_1,8,70.1
xnor2_1,7,61.3
o21ai_0,5,25.0
nor2_1,13,48.8
power breakdown:
part           switching, uW  leakage (uW)  total (uW)  internal, uW
Sequential              4.46      0.000216         162           157
Clock                   44.2     0.0000228        83.3          39.1
Combinational           19.0      0.000540        53.2          34.2
worst min-delay path by stage:
| stage | from | to | depth (start not counted) |
|---|---|---|---|
| 4_1_cts | sout_s[1] | sout_s[1] | 1 |
| 5_1_grt | sout_s[2] | sout_s[2] | 1 |
| 6_report | sout_s[0] | sout_s[0] | 1 |
worst max-delay path, stage by stage (launching register included):
cell and delay [ns]:
dfxtp_1 0.55, and4b_1 0.25, nor4b_1 0.14, or4_4 0.67, or4b_1 0.66, nor2b_1 0.37
placed cells by master (no fill, tap or decap), types with 8 or more instances in the layout:
cell type / synthesis / layout
o31a_1: 8 / 8
clkdlybuf4s50_1: 0 / 45
mux2i_1: 8 / 8
nor2_1: 13 / 13
nand3_1: 8 / 8
a221oi_1: 8 / 8
dfxtp_1: 23 / 23
o211ai_2: 8 / 8
through the flow:
| step | instance area (sq um) | util | hold WS [ns] |
|---|---|---|---|
| after floorplan | 1670 | - | 0.430 |
| after global placement | 2140 | 0.264 | 0.465 |
| after detailed placement | 2140 | 0.264 | 0.472 |
| after CTS | 2190 | 0.269 | 0.495 |
| after global routing | 2190 | 0.269 | 0.518 |
| final | 2190 | 0.269 | 0.488 |
No activity file was given, so power comes from the tool's default toggle rates.
