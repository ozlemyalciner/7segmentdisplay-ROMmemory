==> /design/flow/config.mk <==
export PLATFORM = sky130hd
export DESIGN_NAME = slowdown_unit
export DESIGN_NICKNAME = slowdown_unit
export VERILOG_FILES = /design/flow/design.v
export SDC_FILE = /design/flow/constraint.sdc
export NUM_CORES = 4
export LEC_CHECK = 1
export CORE_AREA = 10 10 97 97
export DIE_AREA = 0 0 107 107
==> /design/flow/constraint.sdc <==
current_design slowdown_unit

set clk_period 3.2
set clk_io_pct 0.2

create_clock -name clk0 -period $clk_period [get_ports {clk}]

set non_clock_inputs [all_inputs -no_clocks]
set_input_delay [expr $clk_period * $clk_io_pct] -clock clk0 $non_clock_inputs
set_output_delay [expr $clk_period * $clk_io_pct] -clock clk0 [all_outputs]
==> /design/flow/design.v <==
module slowdown_unit(clk, rst, enable); 
input clk, rst; 
output enable; 
reg [25:0] slowdown = 0; 
assign enable = (slowdown == 25'd200000000) ? 1'b1: 1'b0; 
always@(posedge clk)begin 
if(rst == 1'b1 || enable == 1'b1) begin 
slowdown <= 25'd0; 
end 
else begin 
slowdown <= slowdown + 1; 
end 
end 
endmodule 
==> /design/flow/run.sh <==
#!/bin/bash
# OpenROAD 26Q1-2900-gdf79404cd8, Yosys 0.63+post, stock flow scripts
make -C /OpenROAD-flow-scripts/flow DESIGN_CONFIG=/design/flow/config.mk WORK_HOME=/design/flow/orfs finish
==> results.json <==
{
  "floorplan.core_util_pct": 17.3,
  "ctsResizeCount": 0,
  "clock_path_buffers": 2,
  "period_needed_ns": 2.87,
  "setup_tns_ns": 0,
  "fillers": 847,
  "cp_slowest_cell": "or4_1",
  "portBuffers": 2,
  "wl_per_cell_um": 8.97,
  "grtUsageTotal_pct": 4.11,
  "finalSetupViolCount": 0,
  "cts_root_buffer": "clkbuf_8",
  "ys_cells": 151,
  "core_area_mm2": 0.00729,
  "ios": 3,
  "grt_antenna_before_repair": 0,
  "vias": 991,
  "post_dp_cell_area_mm2": 0.00136,
  "grt_max_degree": 27,
  "ys_types": 26,
  "skew_ns": 0.00240,
  "fmax_mhz": 348,
  "top_register": "slowdown",
  "fp-row-count": 31,
  "ys.warnings.count": 2,
  "drt_iter0_drc": 35,
  "drc_errors": 0,
  "start_kind": "flop",
  "run_status": "finished, final reports clean",
  "worst_pin_slew_ns": 0.583,
  "synth.logic.top_family": "simple AND/OR/NAND/NOR gates",
  "max_stage_delay_ns": 0.51,
  "ys_sh_aoi_pct": 10.3,
  "finalCritPeriodShare_pct": 89.7,
  "worstPathArrival_ns": 2.23,
  "gp_congestion": 0.790,
  "cp.required_ns": 2.56,
  "chipArea_mm2": 0.0114,
  "synth.top_cell.area_share_pct": 41.3,
  "cts_tree": "done",
  "drive_gt1_share_pct": 8.00,
  "ir_worst_vdd_v": 0.000208,
  "dp_hpwl_um": 1540,
  "synth.area.top_cells": "dfxtp_1 41%, xnor2_1 7.6%, nor2_1 6.3%",
  "overflow": 0,
  "area_growth_pct": 12.6,
  "first_pass_iters": 4,
  "vias_per_cell": 3.98,
  "synth.area.mux_share_pct": 0,
  "grt_pass1_wl_um": 4150,
  "die_width_um": 107,
  "ys_seq_share_pct": 41.3,
  "worst_setup_hold_path_clk_slew_ns": 0.09,
  "largest_register_ffs": 26,
  "ys_area_mm2": 0.00126,
  "reg_top3": "slowdown x26",
  "diodes": 0,
  "slew_headroom_pct": 61.2,
  "p_per_area_mw_per_mm2": 391,
  "postLayoutCellArea_mm2": 0.00142,
  "min_path_type": "flop to flop",
  "ys_sh_xor_pct": 9.04,
  "warnings": 26,
  "synth_area_mm2": 0.00126,
  "rsz0062_at_grt": "no",
  "cts_htree_levels": 1,
  "cts_hold_buf": 0,
  "insertion_delay_ns": 0.26,
  "syn_inst": 151,
  "ant_nets": 0,
  "maxCapViolCount": 0,
  "finalWirelength_um": 2230,
  "synthAdderAreaFrac_pct": 1.99,
  "ys.flops": 26,
  "synth_area_per_cell_um2": 8.34,
  "crit_path_max_fanout": 4,
  "post-cts-setup-buffers": 0,
  "maxSlewViolCount": 0,
  "yosysTopAreaCell": "dfxtp_1",
  "p_leak_nw": 0.401,
  "critical_path_class": "flop to output pin",
  "end_kind": "output pin",
  "ys_sh_simple_pct": 32.4,
  "die_y_um": 107,
  "hold_violations": 0,
  "cts_buffers": 3,
  "grt_pass1_vias": 910,
  "clock-sinks": 26,
  "crit_chain": "or4_1 -> nor3_1 -> nand3_1 -> nor4bb_1 -> clkdlybuf4s50_1"
}
logic make-up (layout without fill, tap and decap cells):
logic type               after synthesis  count (layout)
buffers and inverters                 13              12
flip-flops                            26              26
AND/OR/NAND/NOR                       74              74
adder cells (fa/ha/maj)                2               2
AND-OR/OR-AND                         23              23
XOR/XNOR                              13              13
synth_stat cells (all sizes together):
cell,count
nor4,3
clkbuf,1
or3,10
nand3,8
dfxtp,26
a31o,2
ha,2
nand4,8
xnor2,11
xor2,2
nor3,5
or4,3
inv,6
nor4bb,2
a21oi,11
and4,3
nor2,21
and3,1
buf,6
nand2,10
o21ai,10
placed cells by master, fill, tap and decap left out, types with 3 or more instances in the layout:
master    count
nand4_1       7
nor3_1        5
nor4_1        3
clkbuf_8      4
xnor2_1      11
o21ai_0      10
nand2_1      10
dfxtp_1      26
a21oi_1       9
or3_1        10
and4_1        3
nand3_1       6
inv_1         6
nor2_1       21
power by group:
part / switching, W / total [W] / internal (W)
Clock: 0.0000980 / 0.000208 / 0.000110
Combinational: 0.0000105 / 0.0000169 / 0.00000638
Sequential: 0.00000383 / 0.000330 / 0.000326
Total: 0.000112 / 0.000555 / 0.000443
metrics by stage:
stage	setup WS, ns	std cells	utilization [%]	power [W]	hold slack [ns]
finish	0.329	249	19.5	0.000555	0.477
global route	0.156	249	19.5	0.000579	0.507
CTS	0.306	249	19.5	0.000564	0.484
detailed placement	0.628	245	18.7	0.000355	0.463
global placement	0.630	245	18.7	0.000355	0.458
floorplan	1.29	151	-	0.000352	0.440
worst max-delay path, delay by kind of cell, from the launching register on:
kind | cells | cell delay [ns]
buffers and inverters | 1 | 0.51
DFF | 1 | 0.35
and+or+nand+nor | 4 | 1.11
path summary, 6_finish.rpt:
check | start | to | slack, ns | cells after the start
worst max register to register | slowdown[0] | slowdown[24] | 1.13 | 5
worst max-delay path | slowdown[13] | enable | 0.33 | 5
worst min-delay path | slowdown[0] | slowdown[0] | 0.48 | 1
worst min register to register | slowdown[0] | slowdown[0] | 0.48 | 1
area by class of cell:
class	count	area, um2	area share [%]
multi-input cells	112	677	47.7
flip-flops and latches	26	520	36.7
well taps	99	124	8.73
clock buffers	4	55.1	3.88
inverters	6	22.5	1.59
repair buffers	2	20.0	1.41
layer usage:
metal | track usage, % | share of wire [%] | vias up
met4 | 0.484 | 0.54 | 0
met3 | 0.910 | 2.6 | 2
met1 | 6.16 | 54 | 450
met5 | 0 | 0 | -
li1 | - | - | 531
met2 | 6.06 | 43 | 8
Power and IR drop assume default switching activity.
